### config.mk
export PLATFORM = sky130hd
export DESIGN_NAME = slow_counter
export DESIGN_NICKNAME = slow_counter
export VERILOG_FILES = /design/flow/design.v
export SDC_FILE = /design/flow/constraint.sdc
export NUM_CORES = 4
export LEC_CHECK = 1
export CORE_UTILIZATION = 40
### constraint.sdc
current_design slow_counter

set clk_period 5.7
set clk_io_pct 0.2

create_clock -name clk0 -period $clk_period [get_ports {clock}]

set non_clock_inputs [all_inputs -no_clocks]
set_input_delay [expr $clk_period * $clk_io_pct] -clock clk0 $non_clock_inputs
set_output_delay [expr $clk_period * $clk_io_pct] -clock clk0 [all_outputs]
### design.v
module top (leds, pushbutton);
	output wire [7:0] leds;
	input wire pushbutton;
	wire fpga_clock;
	OSCH #(.NOM_FREQ("133.00")) rc_oscillator(.STDBY(1'b0), .OSC(fpga_clock));
	slow_counter counter(.clock(fpga_clock), .enable(pushbutton), .output_byte(leds));
endmodule
module slow_counter (clock, enable, output_byte);
	input wire clock;
	input wire enable;
	output reg [7:0] output_byte;
	reg [31:0] counter;
	initial
	begin
		output_byte = 8'b11111111;
		counter = 32'b0;
	end
	always @(posedge clock)
	begin
		if(enable == 1'b1)
		begin
			counter <= counter + 1'b1;
			output_byte <= ~counter[31:24];  
		end
	end
endmodule
### run.sh
#!/bin/bash
# OpenROAD 26Q1-2900-gdf79404cd8, Yosys 0.63+post, stock flow scripts
make -C /OpenROAD-flow-scripts/flow DESIGN_CONFIG=/design/flow/config.mk WORK_HOME=/design/flow/orfs finish
==> results.json <==
{
  "worstPathArrival_ns": 1.06,
  "ys_seq_share": 0.624,
  "critPathLaunchType": "flip-flop",
  "syn_avg_cell_area_sq_um": 13.6,
  "clk_latency_ns": 0.28,
  "syn_area_sq_um": 1920,
  "whs_ns": 0.546,
  "hold_viol_final": 0,
  "antenna_found_initial": 0,
  "met3_wirelength_um": 123,
  "vias_per_cell": 5.29,
  "pwr-share-seq": 0.649,
  "wl_met1_um": 1420,
  "p_leak_nw": 0.702,
  "synthCells": 142,
  "min_from": "counter[31]$_DFFE_PP_",
  "slew_viol_final": 0,
  "cts-root-buf": "clkbuf_8",
  "required_ns": 4.56,
  "path_cells": "clkdlybuf4s50_1",
  "cts_hold_buf": 0,
  "path_buffers": 1,
  "r2r_cells": 4,
  "max_stage_delay_ns": 0.46,
  "cts_num_sinks": 40,
  "dr_total_vias": 1089,
  "htree_levels": 2,
  "syn_to_final_growth_pct": 10.7,
  "clkTransAtPathRegs_ns": 0.07,
  "setup_violations": 0,
  "first_pass_iters": 6,
  "p_switching_uw": 115,
  "rows": 24,
  "dieHeight_um": 71.4,
  "worst_pin_slew_ns": 0.495,
  "r2r-start": "counter[7]$_DFFE_PP_",
  "min_path_type": "reg2reg",
  "topRoutingLayerUsed": "met4",
  "intPower_uw": 442,
  "drtIter0Drc": 58,
  "crit_fanout": 1,
  "drv_cap": 0,
  "overflow": 0,
  "fp_util": 0.430,
  "wl_um": 2850,
  "yosys_area_sq_um": 1920,
  "cts.repair.resized": 0,
  "globalRouteTotalUtil": 0.128,
  "final_cell_mix": "40 x edfxtp_1, 19 x xnor2_1, 11 x xor2_1",
  "clockBufferDepth": 2,
  "ant_nets": 0,
  "reg2reg_slack_ns": 3.90,
  "io_pins": 10,
  "cp_num_cells": 1,
  "max_freq_ghz": 0.455,
  "warnings": 25,
  "swShare": 0.207,
  "tritoncts": "done",
  "hpwl_um": 1800,
  "yosysCellCount": 142,
  "fin_tns_setup_ns": 0,
  "path_delay_family": "buffers and inverters",
  "drive_gt1_frac": 0.130,
  "wl_met2_um": 1260,
  "first_global_vias": 1083,
  "ys.flops": 40,
  "p_clk_frac": 0.290,
  "gp_congestion": 0.760,
  "grt_first_pass_wirelength_um": 4860,
  "end_kind": "output pin",
  "die_w_um": 71.4,
  "post-route-min-period_ns": 2.20,
  "die_area_sq_um": 5090,
  "wl_per_cell_um": 13.8,
  "lay_top_count": "edfxtp_1",
  "finalClockPeriodUsage": 0.385,
  "grt_max_degree": 41,
  "rsz0062_at_grt": "no",
  "cts_setup_buffers": 0,
  "cts_buffers": 5,
  "skew_ns": 0.00337,
  "startpoint": "output_byte[1]$_DFFE_PP_",
  "cp-endpoint": "output_byte[1]",
  "synth_cell_type_count": 23,
  "antenna_cells": 0,
  "nFillCells": 372,
  "crit_type": "reg2out",
  "timing.rr.end": "counter[28]$_DFFE_PP_",
  "power_density_nw_per_um2": 262,
  "status": "completed",
  "core_sq_um": 4470,
  "slowest_stage": "clkdlybuf4s50_1",
  "port_buffers": 9,
  "ys.warnings.count": 1,
  "irDropWorstVdd_mv": 0.143,
  "drc_errors": 0,
  "power_frac_comb": 0.061,
  "timing.slew.headroom": 0.670
}
==> cell usage after synthesis <==
cell / instances / area share
inv_1: 10 / 0.020
nor2_1: 6 / 0.012
and3_1: 1 / 0.0033
nor3_1: 5 / 0.013
nand4_2: 1 / 0.0065
nand2_1: 10 / 0.020
or3_4: 1 / 0.0059
nor3_2: 3 / 0.016
nor4_1: 2 / 0.0065
nor4_4: 1 / 0.011
buf_6: 1 / 0.0059
buf_2: 2 / 0.0052
and4_1: 3 / 0.014
and2_1: 1 / 0.0033
nor4_2: 4 / 0.026
xnor2_1: 19 / 0.086
edfxtp_1: 40 / 0.62
nand4_4: 1 / 0.011
nand3_1: 10 / 0.026
xor2_1: 11 / 0.050
or2_2: 2 / 0.0065
nand4_1: 7 / 0.023
ha_1: 1 / 0.0065
==> layout make-up <==
cell class	instances	area (sq um)	share of cell area
clock buffer	5	68.8	0.0323
inverter	10	37.5	0.0176
multi-input combinational	89	664	0.312
sequential	40	1200	0.564
tap	52	65.1	0.0306
timing repair buffer	10	92.6	0.0435
==> worst min-delay path by stage <==
stage	slack, ns	to	cells past startpoint
CTS	0.55	output_byte[7]$_DFFE_PP_	1
global route	0.58	output_byte[7]$_DFFE_PP_	1
finish	0.55	output_byte[7]$_DFFE_PP_	1
==> power groups by stage <==
stage / combinational (mW) / clock (mW) / sequential, mW
6_report: 0.0339 / 0.162 / 0.362
5_1_grt: 0.0385 / 0.179 / 0.364
4_1_cts: 0.0344 / 0.170 / 0.362
==> registers in the layout, indices dropped and copies added (netlist names) <==
register     count
counter         32
output_byte      8
==> logic make-up (layout without fill, tap and decap cells) <==
family | after synthesis | in the layout | share of synthesized area
and+or+nand+nor | 58 | 58 | 0.202
buffers and inverters | 13 | 25 | 0.0306
DFF | 40 | 40 | 0.624
adders and majority gates | 1 | 1 | 0.00650
xor gates and xnor gates | 30 | 30 | 0.137
==> metal layers <==
metal,global-route usage,vias to the layer above
li1,-,540
met4,0.0222,0
met5,0,-
met1,0.210,524
met2,0.181,21
met3,0.0442,4
==> through the flow <==
stage                      util  cells  worst slack, ns  power, mW  area [sq um]
final                     0.476    206             3.50      0.557          2130
after global routing      0.476    206             3.45      0.582          2130
after CTS                 0.476    206             3.49      0.566          2130
after detailed placement  0.461    201             3.68      0.402          2060
after global placement    0.461    201             3.68      0.400          2060
after floorplan               -    142             4.07      0.384          1920
Power figures rest on the tool's default switching activity, not on a simulated workload.
